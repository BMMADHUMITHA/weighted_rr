<file path="flow/run.sh">
#!/bin/bash
# OpenROAD 26Q1-2900-gdf79404cd8, Yosys 0.63+post, stock flow scripts
make -C /OpenROAD-flow-scripts/flow DESIGN_CONFIG=/design/flow/config.mk WORK_HOME=/design/flow/orfs finish
</file>
<file path="flow/config.mk">
export PLATFORM = sky130hd
export DESIGN_NAME = next_grant_precalculate
export DESIGN_NICKNAME = next_grant_precalculate
export VERILOG_FILES = /design/flow/design.v
export SDC_FILE = /design/flow/constraint.sdc
export NUM_CORES = 4
export LEC_CHECK = 1
export CORE_AREA = 10 10 71 71
export DIE_AREA = 0 0 81 81
</file>
<file path="flow/constraint.sdc">
current_design next_grant_precalculate

set clk_period 2.1
set clk_io_pct 0.2

create_clock -name clk0 -period $clk_period [get_ports {clk}]

set non_clock_inputs [all_inputs -no_clocks]
set_input_delay [expr $clk_period * $clk_io_pct] -clock clk0 $non_clock_inputs
set_output_delay [expr $clk_period * $clk_io_pct] -clock clk0 [all_outputs]
</file>
<file path="flow/design.v">
module next_grant_precalculate #(parameter CHANNELS = 8)
( rst, clk, req, gnt, next_gnt);
input rst,clk;
input [(CHANNELS-1):0] req;
input [(CHANNELS-1):0] gnt;
output reg [(CHANNELS-1):0] next_gnt;
reg [(CHANNELS-1):0] mask;
localparam size=2;
reg [(size-1):0] state;
localparam RESET = 'b01;
localparam NEXT_GRANT = 'b10;
always@(posedge clk, posedge rst)
begin
if(rst == 1'b1)
begin
state = RESET;
end
else
case(state)
RESET:
begin
state = NEXT_GRANT;
end
NEXT_GRANT:
begin
state = state;
end
default:
begin
state = RESET;
end
endcase
end
always@(posedge clk, posedge rst)
begin
if(rst == 1'b1)
begin
next_gnt = 0;
mask =0;
end
else
case(state)
RESET:
begin
next_gnt = 0;
mask = ~0;
end
NEXT_GRANT: 
begin
mask = ~{gnt[CHANNELS-2:0], gnt[CHANNELS-1]}+1;
if(mask ==0)
mask=~0;
else
mask = mask;
next_gnt = req & mask;
if((next_gnt == 0) && (req !=0))
next_gnt = req;
end
default:
begin
mask = mask;
next_gnt = next_gnt;
end 
endcase
end
endmodule
</file>
==> impl_metrics.ini <==
; flow metrics
[synthesis]
ys.flops = 10
flop_cell = dfrtp_1
syn_area_sq_um = 712
syn_area_per_cell_sq_um = 9.62
syn_inst = 74
yosys_area_sq_um = 712
edf_count = 0
synth_cell_types = 38
ys_cells = 74
yosysWarnings = 1
postSynthSeqShare = 0.353
synth-async-reset-ratio = 1.00

[pwr]
pwr-share-comb = 0.292
power_mw = 0.587
power.density_mw_per_mm2 = 465
p_sw_frac = 0.236
seqPwrFrac = 0.368
pwr-share-clk = 0.339
switchingPower_mw = 0.139
p_leak_nw = 0.561
power.internal_mw = 0.448
ir_drop_v = 0.000431

[setup_path]
arrival_ns = 2.26
path_cells = buf_6, or4_4, nor4_4, mux2i_1, buf_4, o32ai_2, and2_4, a221o_1
rrSetupSlack_ns = 0.67
critPathKind = primary input to register
endpoint_kind = register
crit_path_top_delay_cell = or4_4
crit_fanout = 6
max_stage_delay_ns = 0.56
required_ns = 2.21
critPathLaunchType = primary input

[clock_tree]
cts.reportedPaths.clkPinSlew_ns = 0.05
cts.sink_count = 10
root_buffer = clkbuf_8
cts_tree = built
clock_latency_ns = 0.23
cts_max_path_buffers = 2
h-tree-depth = 1
cts_made_buffers = 3

[die]
rows = 22
fp.dieW_microns = 81
die-area_sq_mm = 0.00656
coreArea_sq_mm = 0.00363
core_util_floorplan = 0.196
die_h_microns = 81
ios = 26

[layout]
lay_top_count = buf_4
stdcell_area_sq_mm = 0.00126
drive_above_1_share = 0.360
num-fill-cells = 376
area_growth_pct = 77.3
final_cell_mix = buf_4, clkdlybuf4s50_1, dfrtp_1
final_cells = 173

[placed_design]
post-place-ws_ns = -0.732
dpl.cell_count = 168
placed_cell_area_sq_mm = 0.00119
io_buffers = 25
routabilityCongestion = 0.868
dp_hpwl_mm = 1.83

[worst_hold_path]
hp-class = primary input to async pin

[outcome]
violations = negative setup slack
status = finished with violations

[route]
drc = 0
n_antenna_cell = 0
ant_nets = 0
drtPass1Iterations = 4
drt_wl_total_mm = 2.20
wl_per_cell_microns = 12.7
num_vias = 768
vias_per_cell = 4.44
dr.first_iter.drc_count = 33

[timing]
period_used_share = 1.02
fin_crit_ns = 2.15
report.final.hold_viol_count = 0
worstMarginPinSlew_ns = 0.590
drv_slew = 0
rsz0062_at_grt = yes
final.setup_skew_ns = 0.00425
postLayoutSetupSlackWorst_ns = -0.0471
fmax_mhz = 466
holdWs_ns = 0.458
slew_headroom = 0.605
setup_viol = 5

[global_routing]
grt_antenna_before_repair = 0
grt-ovfl-total = 0
grt_first_pass_wirelength_mm = 3.68
grt_max_degree = 11
first_global_vias = 809
grt.total_usage = 0.0694

[flow_run]
warning_count = 28
maxCapViolCount = 0
==> Yosys cell counts, types with 2 or more instances <==
| master | instances | area share |
|---|---|---|
| dfrtp_1 | 9 | 0.32 |
| inv_1 | 6 | 0.032 |
| a21o_1 | 5 | 0.053 |
| a32o_1 | 5 | 0.070 |
| a21oi_1 | 3 | 0.021 |
| and2_1 | 3 | 0.026 |
| nor2_1 | 3 | 0.016 |
| nor4_1 | 3 | 0.026 |
| nand2_1 | 2 | 0.011 |
| nand3_1 | 2 | 0.014 |
| o2111ai_1 | 2 | 0.025 |
| o31ai_1 | 2 | 0.021 |
| or2b_2 | 2 | 0.025 |
| or4_1 | 2 | 0.021 |
| xnor2_1 | 2 | 0.025 |
==> worst max-delay path, delay by kind of cell <==
kind	cells	cell delay [ns]
AOI/OAI and AO/OA	2	0.36
buffers and inverters	2	0.24
muxes	1	0.29
and+or+nand+nor	3	0.94
==> final cells by class <==
type                    count  area (sq um)  share of cell area
flip-flops and latches     10           251               0.199
well taps                  48          60.1              0.0476
clock buffers               4          45.0              0.0357
multi-input cells          56           463               0.367
repair buffers             49           420               0.333
inverters                   6          22.5              0.0178
==> power by group through the flow <==
stage	registers (mW)	clock network (mW)	logic [mW]
CTS	0.216	0.205	0.168
global route	0.218	0.220	0.190
finish	0.216	0.199	0.171
==> path summary, 6_finish.rpt <==
check / start / end / depth (start not counted)
min in group clk0: next_gnt[4] / next_gnt[4] / 2
worst max-delay path: gnt[3] / next_gnt[2] / 8
max in group asynchronous: rst / state[0] / 2
worst min register to register: next_gnt[4] / next_gnt[4] / 2
worst min-delay path: rst / next_gnt[6] / 2
worst max register to register: state[1] / next_gnt[5] / 4
==> per-stage QoR <==
step | setup TNS, ns | utilization
2_1_floorplan | -0.837 | -
3_3_place_gp | -5.28 | 0.327
3_5_place_dp | -5.39 | 0.327
4_1_cts | -0.205 | 0.341
5_1_grt | -0.690 | 0.347
6_report | -0.0748 | 0.347
==> state kept, by name, summed over array words and instances, names as in the netlist <==
signal	cells
state	2
next_gnt	8
==> cells by family after synthesis <==
family / share of synthesized area
compound gates: 0.292
other cells: 0.00527
buf+inv: 0.0527
fa+ha+maj: 0.0176
mux: 0.0141
flops: 0.353
simple gates: 0.228
xor+xnor: 0.0369
==> routing by layer <==
layer  global-route usage  up-vias  part of all wire
li1                     -      392                 -
met1               0.0927      362              0.48
met2                0.110       14              0.46
met3               0.0278        0             0.065
met4              0.00173        0                 0
met5                    0        -                 0
==> repair_timing <==
action                     CTS  global route
setup endpoints to repair    8             8
pin swaps                    7            10
resized                     21             5
gates cloned                 0             0
buffers inserted             1             0
hold buffers                 0             0
Power figures rest on the tool's default switching activity, not on a simulated workload.
