===== config.mk =====
export PLATFORM = sky130hd
export DESIGN_NAME = weight_decoder
export DESIGN_NICKNAME = weight_decoder
export VERILOG_FILES = /design/flow/design.v
export SDC_FILE = /design/flow/constraint.sdc
export NUM_CORES = 4
export LEC_CHECK = 1
export CORE_AREA = 10 10 122 122
export DIE_AREA = 0 0 132 132

===== constraint.sdc =====
current_design weight_decoder

set clk_period 10.4
set clk_io_pct 0.2

create_clock -name clk0 -period $clk_period

set non_clock_inputs [all_inputs -no_clocks]
set_input_delay [expr $clk_period * $clk_io_pct] -clock clk0 $non_clock_inputs
set_output_delay [expr $clk_period * $clk_io_pct] -clock clk0 [all_outputs]

===== design.v =====
module weight_decoder #( parameter WIDTH =32, parameter CHANNELS = 8)
( clk, reset, onehotsel, datain, dataout);
input clk, reset;
input [(CHANNELS-1):0] onehotsel;
input [(CHANNELS*WIDTH)-1:0] datain;
output reg [(WIDTH-1):0] dataout;
genvar gv;
wire [(WIDTH-1):0] array [0:(CHANNELS-1)];
generate
for(gv=0; gv<CHANNELS; gv=gv+1)
begin 
assign array[gv] = datain[((gv+1)*WIDTH)-1: (gv*WIDTH)];
end
endgenerate
function integer decimal;
input [CHANNELS-1:0] onehotip;
integer i;
for(i=0; i<CHANNELS; i=i+1)
if(onehotip[i])
	decimal =i;
endfunction
always@*
begin
#5;
dataout = array[decimal(onehotsel)];
end
endmodule

===== run.sh =====
#!/bin/bash
# OpenROAD 26Q1-2900-gdf79404cd8, Yosys 0.63+post, stock flow scripts
make -C /OpenROAD-flow-scripts/flow DESIGN_CONFIG=/design/flow/config.mk WORK_HOME=/design/flow/orfs finish

==> impl_metrics.py <==
# Metrics from the implementation run
metrics = {
    "yosys": {
        "synth_cell_types": 39,
        "ys_sh_mux_pct": 0,
        "syn-instance-count": 352,
        "logic_family": "AND-OR/OR-AND gates",
        "postSynthAreaPerCell_um2": 6.54,
        "largest_area_cell": "a2bb2oi_2",
        "adder_share_pct": 0,
        "synthAoiAreaFrac_pct": 63.7,
        "synth_seq_share_pct": 0,
        "yosys-stat-cells": 352,
        "syn_area_mm2": 0.00230,
        "top_cells_by_count": "60 x nand2_1, 32 x clkbuf_1, 30 x a22oi_1, 29 x o32a_1, 27 x a21oi_1",
        "most_common_cell": "nand2_1",
        "top_area_share_pct": 13.1,
        "synth-simple-area-share_pct": 27.0,
        "yosys_warnings": 1,
        "ys_area_mm2": 0.00230,
        "topCellsByArea": "a2bb2oi_2 13%, o32a_1 13%, a22oi_1 9.8%, nand2_1 9.8%, o31ai_1 7.5%",
        "xor_area_share_pct": 0,
    },
    "die": {
        "core_mm2": 0.0122,
        "die_h_um": 132,
        "die_width_um": 132,
        "die_area_mm2": 0.0174,
        "pin_count": 298,
        "fp-utilization_pct": 18.9,
        "rows": 40,
    },
    "cts": {
        "cts_resized": 0,
        "post_cts_buffers": 0,
        "hold_buffers": 0,
    },
    "finish": {
        "clkbuf_count": 0,
        "seq_area_um2": 0,
        "combGateArea_mm2": 0.00211,
        "areaGrowthSynthToFinish_pct": 134,
        "drive_gt1_share_pct": 7.82,
        "flops": 0,
        "final.fill_count": 1224,
    },
    "global_route": {
        "track_usage_pct": 19.2,
        "antenna_found_initial": 1,
        "grt_pass1_vias": 4185,
        "gr-total-overflow": 0,
        "grt_max_degree": 69,
        "grt_pass1_wl_um": 26400,
    },
    "flow_run": {
        "cap_viol_max_count": 0,
        "openroad.warnings": 35,
    },
    "placed_design": {
        "portBuffers": 295,
        "gp_congestion": 0.827,
        "dp_hpwl_um": 14000,
    },
    "sta": {
        "setup_viol": 0,
        "fin_crit_ps": 7040,
        "final_hold_viol_count": 0,
        "worst-slew-pin-transition_ps": 853,
        "whs_ps": 5090,
        "timing.final.crit_share_pct": 67.7,
        "rsz0062_at_grt": "no",
        "slew-limit-headroom_pct": 43.1,
        "fmax_mhz": 142,
        "finalSetupTns_ps": 0,
        "finalMaxSlewViolations": 0,
    },
    "route": {
        "routed_via_density": 5.15,
        "route.detailed.drc": 0,
        "routed-wl-met3_um": 1390,
        "ant_nets": 0,
        "top_layer": "met4",
        "num_vias": 4033,
        "dr_wl_met2_um": 8770,
        "drtIter0Drc": 269,
        "wl_per_cell_um": 23.1,
        "finalWirelength_um": 18100,
        "routedLengthMet1_um": 7830,
        "drt_pass1_iterations": 5,
    },
    "min_path": {
        "hold-path-endpoint": "dataout[21]",
        "hold_path_depth": 4,
        "holdCritStartpoint": "datain[85]",
        "min_path_type": "in -> out",
    },
    "power_and_ir_drop": {
        "p_leak_nw": 1.81,
        "power.density_mw_per_mm2": 38.9,
        "peakVddDrop_v": 0.0000143,
    },
    "critical_path": {
        "start_kind": "input pin",
        "cp_max_fo": 13,
        "crit_arrival_ps": 4960,
        "criticalPathCategory": "in -> out",
        "endpoint_kind": "output port",
        "cp.required_ps": 8320,
    },
    "run_status": {
        "status": "finished, final reports clean",
    },
}
-- stage by stage --
step | power, W | utilization [%] | worst slack (ps) | instance area [um^2] | cells
6_report | 0.000209 | 44.2 | 3360 | 5380 | 783
5_1_grt | 0.000223 | 44.2 | 3220 | 5380 | 783
4_1_cts | 0.000210 | 44.2 | 3320 | 5370 | 782
3_5_place_dp | 0.000209 | 44.2 | 3310 | 5370 | 782
3_3_place_gp | 0.000207 | 44.2 | 3350 | 5370 | 782
2_1_floorplan | 0.0000641 | - | 4860 | 2300 | 352
-- area by class of cell --
| type | count | share of cell area [%] |
|---|---|---|
| Antenna cell | 1 | 0.0465 |
| Inverter | 2 | 0.140 |
| Multi-Input combinational cell | 303 | 39.3 |
| Timing Repair Buffer | 309 | 56.6 |
| Tap cell | 168 | 3.91 |
-- placed cells by master (no fill, tap or decap), types with 5 or more instances in the layout --
cell type and count:
o21ai_0 26, and2_1 8, nor2_1 5, a22oi_1 30, buf_4 14, nand2_1 60
a2bb2oi_1 5, o31ai_1 23, a2bb2oi_2 20, nand4_1 24, clkdlybuf4s50_1 292, o32a_1 29
a21oi_1 27
-- layer usage --
layer | vias to the layer above | GRT usage [%]
li1 | 1953 | -
met1 | 1868 | 24.5
met2 | 208 | 33.4
met3 | 4 | 4.76
met4 | 0 | 0.803
met5 | - | 0
-- how the worst max path moves through the flow --
stage	from	end	slack, ps	cells past startpoint
CTS	onehotsel[4]	dataout[5]	3320	7
global route	onehotsel[4]	dataout[4]	3220	7
finish	onehotsel[4]	dataout[5]	3360	7
-- cell families after synthesis --
family,Yosys count
AND-OR/OR-AND,182
buffers and inverters,49
AND/OR/NAND/NOR,121
-- power breakdown --
part	switching, W	internal (W)	total (W)	leakage [nW]
sequential	0	0	0	0
clock	0	0.0000000000129	0.0000000000129	0.00000634
combinational	0.0000656	0.000143	0.000209	1.81
total	0.0000656	0.000143	0.000209	1.81
-- critical path: stages --
cell and delay (ps):
clkdlybuf4s50_1 640, or2_2 410, or3_1 650, buf_4 370, a2bb2oi_2 140, o32a_1 170, clkdlybuf4s50_1 490
Power and IR drop assume default switching activity.
