===== ./design.v =====
module grant #(parameter CHANNELS = 8, parameter WIDTH = 32, parameter weightlimit = 16)
(reset, clk, request, next_gnt, weight, gnt);
input reset, clk;
input [(CHANNELS-1):0] request;
input [(CHANNELS-1):0] next_gnt;
input [(WIDTH-1):0] weight;
output reg [(CHANNELS-1):0] gnt;
reg [(WIDTH-1):0] s_counter;
reg [(CHANNELS-1):0] s_request;
reg [(WIDTH-1):0] s_weight;
localparam size = 4;
reg [(size-1):0] state;
localparam RESET = 'b0001;
localparam GRANT_PROCESS = 'b0010;
localparam COUNT = 'b0100;
localparam GETWEIGHT = 'b1000;
always@(posedge clk, posedge reset)
begin
if(reset == 1'b1)
s_request=0;
else
s_request=request;
end
always@(posedge clk, posedge reset)
begin
if(reset == 1'b1)
begin
 state=0;
end
else
begin
case(state)
GRANT_PROCESS:
begin
if(gnt !=0)
state= GETWEIGHT;
else 
state= state;
end
GETWEIGHT:
begin 
state = COUNT;
end
COUNT:
begin
if(s_counter >= s_weight)
state = GRANT_PROCESS;
else if (s_counter >= weightlimit)
state = GRANT_PROCESS;
else
state = state;
end
default:
begin
state = GRANT_PROCESS;
end
endcase
end
end
always@(posedge clk, posedge reset)
begin
if(reset == 1'b1)
begin
gnt = 0;
s_counter=0;
s_weight=0;
end
else
case(state)
RESET: 
begin
gnt =0;
s_counter=0;
end
GRANT_PROCESS:
begin
gnt = request & next_gnt & (~next_gnt +1);
s_counter=2;
end
GETWEIGHT:
begin
s_weight = weight;
end
COUNT:
begin
s_counter=s_counter+1;
gnt=gnt;
end
default:
begin 
gnt= gnt;
s_counter = s_counter;
end
endcase
end
endmodule

===== ./run.sh =====
#!/bin/bash
# OpenROAD 26Q1-2900-gdf79404cd8, Yosys 0.63+post, stock flow scripts
make -C /OpenROAD-flow-scripts/flow DESIGN_CONFIG=/design/flow/config.mk WORK_HOME=/design/flow/orfs finish

===== ./config.mk =====
export PLATFORM = sky130hd
export DESIGN_NAME = grant
export DESIGN_NICKNAME = grant
export VERILOG_FILES = /design/flow/design.v
export SDC_FILE = /design/flow/constraint.sdc
export NUM_CORES = 4
export LEC_CHECK = 1
export CORE_UTILIZATION = 30

===== ./constraint.sdc =====
current_design grant

set clk_period 3.7
set clk_io_pct 0.2

create_clock -name clk0 -period $clk_period [get_ports {clk}]

set non_clock_inputs [all_inputs -no_clocks]
set_input_delay [expr $clk_period * $clk_io_pct] -clock clk0 $non_clock_inputs
set_output_delay [expr $clk_period * $clk_io_pct] -clock clk0 [all_outputs]

==> Changelog: implementation <==
### Physical design

- Status: finished, final reports clean
- Critical-path top delay cell: or4_4
- Core area: 0.0132 mm^2
- Cell with the most instances after synthesis: nand2_1
- Syn_area_per_cell: 9.14 um^2
- Antenna viol nets, final: 0
- Share of layout cells above drive strength 1: 0.0474
- Height of the die: between 100 and 150 um
- Vias in the first global route: ~3100
- Clock sinks: 76
- Clk buf depth: 2
- Cts bufs inserted: 9
- IO buf count: about 57
- Worst setup SP type: flip-flop
- Row cnt: 42
- FMAX: 412 MHz
- Hold path start: s_weight[31]
- Crit Path Class: reg2reg
- Max-Slew Margin vs Limit: 0.426
- Top cells by count: nand2_1, dfrtp_1, inv_1
- Final HPWL DP: ~6.5 mm
- Async set or reset register ratio after synthesis: 1.00
- Post-synth EDFFs: 0
- Yosys reg bits: 76
- Biggest area cells: dfrtp_1, ha_1, nand2_1, o21ai_0, inv_1
- Initial antenna violation count: 0
- Unique cell types: 43
- Chip area: roughly 0.014 mm^2
- Critical path's largest stage delay: between 500 and 600 ps
- Final Hold Viols: 0
- Leakage: about 0.0023 uW
- DR pass1 iterations: 4
- Buffers & Inverters on Critical Path: 0
- Crit path required time: 3920 ps
- Clock slew at reported path FFs: approximately 50 ps
- Clk_skew: about 6.5 ps
- Final Worst Setup Slack: 1270 ps
- RSZ-0062 raised after global routing: no
- Root Buffer: clkbuf_16
- H-tree levels: 3
- CP most frequent cell: a31o_1
- Sequential-to-total area share from yosys stat: 0.468
- Maximum vdd drop: 0.000358 V
- Power per cell area: between 500 and 600 mW/mm^2
- Via Count: 3286
- Reg2reg start: s_counter[29]
- Critical Path Sink Type: flip-flop
- Insertion Delay late pin: 330 ps
- Layout area overhead: 25.6%
- Hold Crit Class: reg2reg
- Tool warning count: 27
- Critical path's top delay family: simple AND/OR/NAND/NOR gates
- Cell count along the critical path: 6
- Fp_density: 0.307
- Worst slew pin tran: ~860 ps
- Total grt overflow: 0
- Overall global routing resource usage: 0.139
- CTS tree: done
- CTS Hold Bufs: 0
- Largest area contributor in the netlist: dfrtp_1
- Die Width: roughly 120 um
- Final setup fails: 0
- Commonest flop: dfrtp_1
- Critical-path maximum fanout: 6
- Place WS: 1320 ps
- Setup bufs post-CTS: 0
- Largest net degree at the start of global routing: 47
- Iteration-0 DRC Markers: around 200
- Fin crit share: 0.655
- Ys Warns: 1
- Mapped Cells: about 450
- Post-DR vias/cell: 4.82
- Post_cts resized: 0
- Synth Cell Area: 0.00407 mm^2
- Cells along the critical path: ha_1, nand4_1, or3_1, or4_4, a31o_1, a31o_1
- Worst Hold End: s_weight[31]
- GPL Wtd Cong: 0.936
- Worst endpoint data arrival time: roughly 2600 ps
- Dominant cell area share: 0.462
- FF-to-FF End: state[2]
- Max Cap Viol: 0
- DR WL/cell: 13.1 um
- Yosys stat area: 0.00407 mm^2
- Total Wirelength: 8.95 mm
- Worst hold path depth: 2
- DR DRC count: 0
- Flop-to-flop setup slack: 1270 ps
- First-pass GRT wire length: 15.3 mm
- Total Neg Setup Slack: 0 ps
- Max-slew violations: 0
- N_diodes: 0
- R2R cell count: 6
- I/O pin count: 58
- Final worst path period need: around 2400 ps
- Total cells reported by yosys after synthesis: ~450
state kept, by name, summed over array words and instances (netlist names):
signal	flops
gnt	8
s_weight	32
s_counter	32
state	4
cell families after synthesis:
| kind of cell | count (synthesis) | synth area share |
|---|---|---|
| AOI/OAI and AO/OA | 106 | 0.156 |
| and+or+nand+nor | 155 | 0.183 |
| DFF | 76 | 0.468 |
| other | 1 | 0.000922 |
| muxes | 11 | 0.0277 |
| adders and majority gates | 35 | 0.108 |
| buffers and inverters | 61 | 0.0566 |
how the worst max path moves through the flow:
| stage | from | end | slack [ps] |
|---|---|---|---|
| CTS | s_counter[29] | state[2] | 1290 |
| global route | s_counter[29] | state[2] | 1170 |
| finish | s_counter[29] | state[2] | 1270 |
routing by layer:
metal | part of all wire | global-route usage | vias to the layer above
met5 | 0 | 0 | -
met1 | 0.51 | 0.219 | 1501
met4 | 0 | 0.00870 | 0
met2 | 0.42 | 0.201 | 83
li1 | - | - | 1702
met3 | 0.068 | 0.0413 | 0
cell type report:
class	instances	area (um^2)
Multi-Input combinational cell	308	1930
Fill cell	1314	8140
Clock buffer	13	260
Tap cell	176	220
Inverter	48	180
Sequential cell	76	1900
Timing Repair Buffer	59	598
Clock inverter	2	10.0
per-stage QoR:
stage / hold WS (ps) / utilization / std cells / cell area, um^2 / power [uW]
4_1_cts: 513 / 0.385 / 682 / 5100 / 2870
2_1_floorplan: 477 / - / 445 / 4070 / 1790
3_5_place_dp: 503 / 0.365 / 667 / 4830 / 2070
6_report: 505 / 0.385 / 682 / 5100 / 2840
5_1_grt: 537 / 0.385 / 682 / 5100 / 3080
3_3_place_gp: 502 / 0.365 / 667 / 4830 / 2040
worst min-delay path: stages (launching register included):
cell	delay, ps
dfrtp_1	320
inv_1	50
o21ai_1	100
where the power goes:
part,total [uW],leakage [uW],internal (uW),switching [uW]
clock,797,0.000135,484,313
sequential,1210,0.000984,1050,157
combinational,837,0.00119,340,497
total,2840,0.00231,1880,966
layout by cell type, fill, tap and decap left out, types with 4 or more instances in the layout:
master | Yosys | final
nand2_1 | 76 | 76
dfrtp_1 | 75 | 74
clkdlybuf4s50_1 | 0 | 57
inv_1 | 47 | 46
o21ai_0 | 41 | 41
ha_1 | 35 | 35
nand3_1 | 20 | 20
o21ai_1 | 16 | 16
nand4_1 | 14 | 14
nor4_1 | 13 | 13
a21oi_1 | 11 | 11
o211ai_1 | 9 | 9
mux2i_1 | 9 | 9
and3_1 | 9 | 9
clkbuf_16 | 0 | 9
nor2_1 | 8 | 8
o31ai_1 | 8 | 8
nor3_1 | 6 | 6
a31oi_1 | 4 | 4
Power is estimated from default activity; no workload was simulated.
